===== ./design.v =====
`timescale 1ns/1ps
module eeprom
	(
		input wire	clk_50M,
		input wire	rst_n,
		output wire	scl,
		inout wire	sda,
		output wire[5:0] smg_sig,
		output wire[7:0] smg_data
	);
wire wr_sig;
wire rd_sig;
wire[7:0] addr_sig;
wire[7:0] wr_data;
wire[7:0] rd_data;
wire done_sig;
iic_control iic_control_inst
	(
		.clk_50M(clk_50M),
		.rst_n(rst_n),
		.wr_sig(wr_sig),
		.rd_sig(rd_sig),
		.addr_sig(addr_sig),
		.wr_data(wr_data),
		.done_sig(done_sig)
	);
iic iic_inst
	(
		.clk_50M(clk_50M),
		.rst_n(rst_n),
		.wr_sig(wr_sig),		 
		.rd_sig(rd_sig),		 
		.addr_sig(addr_sig),	 
		.wr_data(wr_data),	 
		.rd_data(rd_data),	 
		.done_sig(done_sig),	 
		.scl(scl),
		.sda(sda)
	);
smg_demo smg_demo_inst
	(
		.clk_50MHz(clk_50M),
		.rst(rst_n),
		.data(rd_data),
		.smg_sig(smg_sig),
		.smg_data(smg_data)
	);
endmodule
`timescale 1ns/1ps
module iic
	(
		input wire clk_50M,
		input wire rst_n,
		input wire wr_sig,	 
		input wire rd_sig,	 
		input wire[7:0] addr_sig,	 
		input wire[7:0] wr_data,	 
		output reg[7:0] rd_data,	 
		output reg done_sig,	 
		output reg scl,
		inout wire sda
	);
reg[4:0] state;
reg[4:0] state_save;
reg[8:0] cnt;
reg[7:0] data_reg;
reg is_out;
reg sda_reg;
reg is_ask_n;	 
assign sda = is_out ? sda_reg : 1'bz;	 
always @(posedge clk_50M)
begin
	if(!rst_n)begin		 
		state <= 5'd0;
		cnt <= 9'd0;
		sda_reg <= 1'b1;	 
		scl <= 1'b1;		 
		is_out <= 1'b1;
		is_ask_n <= 1'b1;	
		rd_data <= 8'd0;
		done_sig <= 1'b0;
	end
	else if(wr_sig)begin		 
		case(state)
			5'd0:begin	 
				is_out <= 1'b1;		 
				if(cnt == 9'd0)begin
					scl <= 1'b1;
					sda_reg <= 1'b1;
					cnt <= cnt + 9'd1;
				end
				else if(cnt == 9'd100)begin
					sda_reg <= 1'b0;	 
					cnt <= cnt + 9'd1;
				end
				else if(cnt == 9'd200)begin
					scl <= 1'b0;
					cnt <= cnt + 9'd1;
				end
				else if(cnt == 9'd249)begin
					cnt <= 9'd0;
					state <= 5'd1;
				end
				else begin
					cnt <= cnt + 9'd1;
				end
			end
			5'd1:begin	 
				data_reg <= 8'hA0;
				state <= 5'd7;
				state_save <= 5'd2;
			end
			5'd2:begin	 
				data_reg <= addr_sig;
				state <= 5'd7;
				state_save <= 5'd3;
			end
			5'd3:begin	 
				data_reg <= wr_data;
				state <= 5'd7;
				state_save <= 5'd4;
			end
			5'd4:begin	 
				is_out <= 1'b1;		 
				if(cnt == 9'd0)begin
					scl <= 1'b0;
					sda_reg <= 1'b0;
					cnt <= cnt + 9'd1;
				end
				else if(cnt == 9'd50)begin
					scl <= 1'b1;		
					cnt <= cnt + 9'd1;
				end
				else if(cnt == 9'd150)begin
					sda_reg <= 1'b1;	 
					cnt <= cnt + 9'd1;
				end
				else if(cnt == 9'd249)begin
					cnt <= 9'd0;
					state <= 5'd5;
				end
				else begin
					cnt <= cnt + 9'd1;
				end
			end
			5'd5:begin	 
				done_sig <= 1'b1;
				state <= 5'd6;
			end
			5'd6:begin
				done_sig <= 1'b0;
				state <= 5'd0;
			end
			5'd7,5'd8,5'd9,5'd10,5'd11,5'd12,5'd13,5'd14:begin	 
				is_out <= 1'b1;
				sda_reg <= data_reg[14-state];		 
				if(cnt == 9'd0)begin
					scl <= 1'b0;
					cnt <= cnt + 9'd1;
				end
				else if(cnt == 9'd50)begin
					scl <= 1'b1;
					cnt <= cnt + 9'd1;
				end
				else if(cnt == 9'd150)begin
					scl <= 1'b0;
					cnt <= cnt + 9'd1;
				end
				else if(cnt == 9'd199)begin
					cnt <= 9'd0;
					state <= state + 5'd1;
				end
				else begin
					cnt <= cnt + 9'd1;
				end
			end
			5'd15:begin	 
				is_out <= 1'b0;	 
				if(cnt == 9'd0)begin
					scl <= 1'b0;
					cnt <= cnt + 9'd1;
				end
				else if(cnt == 9'd50)begin
					scl <= 1'b1;
					cnt <= cnt + 9'd1;
				end
				else if(cnt == 9'd100)begin
					is_ask_n <= sda;
					cnt <= cnt + 9'd1;
				end
				else if(cnt == 9'd150)begin
					scl <= 1'b0;
					cnt <= cnt + 9'd1;
				end
				else if(cnt == 9'd199)begin
					cnt <= 9'd0;
					state <= state + 5'd1;
				end
				else begin
					cnt <= cnt + 9'd1;
				end
			end
			5'd16:begin
				if(!is_ask_n)begin	 
					state <= state_save;
				end
				else begin
					state <= 5'd0;
				end
			end
		endcase
	end
	else if(rd_sig)begin		 
		case(state)
			5'd0:begin	 
				is_out <= 1'b1;		 
				if(cnt == 9'd0)begin
					scl <= 1'b1;
					sda_reg <= 1'b1;
					cnt <= cnt + 9'd1;
				end
				else if(cnt == 9'd100)begin
					sda_reg <= 1'b0;	 
					cnt <= cnt + 9'd1;
				end
				else if(cnt == 9'd200)begin
					scl <= 1'b0;
					cnt <= cnt + 9'd1;
				end
				else if(cnt == 9'd249)begin
					cnt <= 9'd0;
					state <= 5'd1;
				end
				else begin
					cnt <= cnt + 9'd1;
				end
			end
			5'd1:begin	 
				data_reg <= 8'hA0;
				state <= 5'd9;
				state_save <= 5'd2;
			end
			5'd2:begin	 
				data_reg <= addr_sig;
				state <= 5'd9;
				state_save <= 5'd3;
			end
			5'd3:begin	 
				is_out <= 1'b1;		 
				if(cnt == 9'd0)begin
					scl <= 1'b1;
					sda_reg <= 1'b1;
					cnt <= cnt + 9'd1;
				end
				else if(cnt == 9'd100)begin
					sda_reg <= 1'b0;	 
					cnt <= cnt + 9'd1;
				end
				else if(cnt == 9'd200)begin
					scl <= 1'b0;
					cnt <= cnt + 9'd1;
				end
				else if(cnt == 9'd249)begin
					cnt <= 9'd0;
					state <= 5'd4;
				end
				else begin
					cnt <= cnt + 9'd1;
				end
			end
			5'd4:begin	 
				data_reg <= 8'hA1;
				state <= 5'd9;
				state_save <= 5'd5;
			end
			5'd5:begin	 
				data_reg <= 8'd0;
				state <= 5'd19;
				state_save <= 5'd6;
			end
			5'd6:begin	 
				is_out <= 1'b1;		 
				if(cnt == 9'd0)begin
					scl <= 1'b0;
					sda_reg <= 1'b0;
					cnt <= cnt + 9'd1;
				end
				else if(cnt == 9'd50)begin
					scl <= 1'b1;		
					cnt <= cnt + 9'd1;
				end
				else if(cnt == 9'd150)begin
					sda_reg <= 1'b1;	 
					cnt <= cnt + 9'd1;
				end
				else if(cnt == 9'd249)begin
					cnt <= 9'd0;
					state <= 5'd7;
				end
				else begin
					cnt <= cnt + 9'd1;
				end
			end
			5'd7:begin	 
				done_sig <= 1'b1;
				state <= 5'd8;
			end
			5'd8:begin
				done_sig <= 1'b0;
				state <= 5'd0;
			end
			5'd9,5'd10,5'd11,5'd12,5'd13,5'd14,5'd15,5'd16:begin	 
				is_out <= 1'b1;
				sda_reg <= data_reg[16-state];		 
				if(cnt == 9'd0)begin
					scl <= 1'b0;
					cnt <= cnt + 9'd1;
				end
				else if(cnt == 9'd50)begin
					scl <= 1'b1;
					cnt <= cnt + 9'd1;
				end
				else if(cnt == 9'd150)begin
					scl <= 1'b0;
					cnt <= cnt + 9'd1;
				end
				else if(cnt == 9'd199)begin
					cnt <= 9'd0;
					state <= state + 5'd1;
				end
				else begin
					cnt <= cnt + 9'd1;
				end
			end
			5'd17:begin	 
				is_out <= 1'b0;	 
				if(cnt == 9'd0)begin
					scl <= 1'b0;
					cnt <= cnt + 9'd1;
				end
				else if(cnt == 9'd50)begin
					scl <= 1'b1;
					cnt <= cnt + 9'd1;
				end
				else if(cnt == 9'd100)begin
					is_ask_n <= sda;
					cnt <= cnt + 9'd1;
				end
				else if(cnt == 9'd150)begin
					scl <= 1'b0;
					cnt <= cnt + 9'd1;
				end
				else if(cnt == 9'd199)begin
					cnt <= 9'd0;
					state <= state + 5'd1;
				end
				else begin
					cnt <= cnt + 9'd1;
				end
			end
			5'd18:begin
				if(!is_ask_n)begin	 
					state <= state_save;
				end
				else begin
					state <= 5'd0;
				end
			end
			5'd19,5'd20,5'd21,5'd22,5'd23,5'd24,5'd25,5'd26:begin	 
				is_out <= 1'b0;
				if(cnt == 9'd0)begin
					scl <= 1'b0;
					cnt <= cnt + 9'd1;
				end
				else if(cnt == 9'd50)begin
					scl <= 1'b1;
					cnt <= cnt + 9'd1;
				end
				else if(cnt == 9'd100)begin
					data_reg[26-state] <= sda;	 
					cnt <= cnt + 9'd1;
				end
				else if(cnt == 9'd150)begin
					scl <= 1'b0;
					cnt <= cnt + 9'd1;
				end
				else if(cnt == 9'd199)begin
					cnt <= 9'd0;
					state <= state + 5'd1;
				end
				else begin
					cnt <= cnt + 9'd1;
				end
			end
			5'd27:begin	 
				is_out <= 1'b1;	 
				rd_data <= data_reg;	 
				if(cnt == 9'd0)begin
					scl <= 1'b0;
					cnt <= cnt + 9'd1;
				end
				else if(cnt == 9'd50)begin
					scl <= 1'b1;
					cnt <= cnt + 9'd1;
				end
				else if(cnt == 9'd150)begin
					scl <= 1'b0;
					cnt <= cnt + 9'd1;
				end
				else if(cnt == 9'd199)begin
					cnt <= 9'd0;
					state <= state_save;
				end
				else begin
					cnt <= cnt + 9'd1;
				end
			end
		endcase
	end
end
endmodule
`timescale 1ns/1ps
module iic_control
	(
		input wire	clk_50M,
		input wire	rst_n,
		output reg	wr_sig,
		output reg	rd_sig,
		output reg[7:0]	addr_sig,
		output reg[7:0]	wr_data,
		input wire	done_sig
	);
reg[1:0] state;
always @(posedge clk_50M)
begin
	if(!rst_n)begin
		state <= 2'd0;
		addr_sig <= 8'd0;
		wr_data <= 8'd0;
		rd_sig <= 1'b0;
		wr_sig <= 1'b0;
	end
	else begin
		case(state)
			2'd0:begin
				if(done_sig)begin
					wr_sig <= 1'b0;
					rd_sig <= 1'b0;
					state <= 2'd1;
				end
				else begin
					wr_sig <= 1'b1;
					rd_sig <= 1'b0;
					wr_data <= 8'hff;	 
					addr_sig <= 8'd0;	 
				end
			end
			2'd1:begin
				if(done_sig)begin
					wr_sig <= 1'b0;
					rd_sig <= 1'b0;
					state <= 2'd2;
				end
				else begin
					wr_sig <= 1'b0;
					rd_sig <= 1'b1;
					addr_sig <= 8'd0;	 
				end
			end
			2'd2:begin
				state <= 2'd2;
			end
		endcase
	end
end
endmodule
`timescale 1ns/1ps
module smg_clkdiv
	(
		input clk_50MHz,
		input rst,
		output reg clk_1khz,
		output reg clk_1hz,
		output reg rdsig_nextdata
	);
reg[15:0] cnt1;
reg[9:0] cnt2;
reg clk_1hz_buf;
always @(posedge clk_50MHz or negedge rst)
begin
	if(!rst)begin
		clk_1khz <= 1'b0;
		cnt1 <= 16'd0;
	end
	else if(cnt1 == 16'd24999)begin
		clk_1khz <= !clk_1khz;
		cnt1 <= 16'd0;
	end
	else begin
		cnt1 <= cnt1 + 16'd1;
	end
end
always @(posedge clk_1khz or negedge rst)
begin
	if(!rst)begin
		clk_1hz <= 1'b0;
		cnt2 <= 10'd0;
	end
	else if(cnt2 == 10'd499)begin
		clk_1hz <= !clk_1hz;
		cnt2 <= 10'd0;
	end
	else begin
		cnt2 <= cnt2 + 10'd1;
	end
end
always @(posedge clk_50MHz)
begin
	clk_1hz_buf <= clk_1hz;
	rdsig_nextdata <= clk_1hz_buf & (~clk_1hz);
end
endmodule
`timescale 1ns/1ps
module smg_demo
	(
		input clk_50MHz,
		input rst,
		input[7:0] data,
		output[5:0] smg_sig,
		output[7:0] smg_data
	);
wire clk_1khz, clk_1hz;
smg_clkdiv smg_clkdiv_inst
	(
		.clk_50MHz(clk_50MHz),
		.rst(rst),
		.clk_1khz(clk_1khz),
		.clk_1hz(clk_1hz)
	);
smg_display smg_display_inst
	(
		.clk_1khz(clk_1khz),
		.clk_1hz(clk_1hz),
		.rst(rst),
		.data(data),
		.smg_sig(smg_sig),
		.smg_data(smg_data)
	);
endmodule
`timescale 1ns/1ps
module smg_display
	(
		input clk_1khz,
		input clk_1hz,
		input rst,
		input[7:0] data,
		output reg[5:0] smg_sig,
		output reg[7:0] smg_data
	);
parameter d0 = 8'hc0;
parameter d1 = 8'hf9;
parameter d2 = 8'ha4;
parameter d3 = 8'hb0;
parameter d4 = 8'h99;
parameter d5 = 8'h92;
parameter d6 = 8'h82;
parameter d7 = 8'hf8;
parameter d8 = 8'h80;
parameter d9 = 8'h90;
parameter da = 8'h88;
parameter db = 8'h83;
parameter dc = 8'hc6;
parameter dd = 8'ha1;
parameter de = 8'h86;
parameter df = 8'h8e;
parameter smg_sig1 = 6'b111110;
parameter smg_sig2 = 6'b111101;
reg[7:0] smg_data1, smg_data2;
reg smg_sig_cnt;
always @(posedge clk_1hz or negedge rst)
begin
	if(!rst)begin
		smg_data1 <= d0;
	end
	else begin
		case(data[3:0])
			4'd0:smg_data1 <= d0;
			4'd1:smg_data1 <= d1;
			4'd2:smg_data1 <= d2;
			4'd3:smg_data1 <= d3;
			4'd4:smg_data1 <= d4;
			4'd5:smg_data1 <= d5;
			4'd6:smg_data1 <= d6;
			4'd7:smg_data1 <= d7;
			4'd8:smg_data1 <= d8;
			4'd9:smg_data1 <= d9;
			4'd10:smg_data1 <= da;
			4'd11:smg_data1 <= db;
			4'd12:smg_data1 <= dc;
			4'd13:smg_data1 <= dd;
			4'd14:smg_data1 <= de;
			4'd15:smg_data1 <= df;
			default:smg_data1 <= d0;
		endcase
	end
end
always @(posedge clk_1hz or negedge rst)
begin
	if(!rst)begin
		smg_data2 <= d0;
	end
	else begin
		case(data[7:4])
			4'd0:smg_data2 <= d0;
			4'd1:smg_data2 <= d1;
			4'd2:smg_data2 <= d2;
			4'd3:smg_data2 <= d3;
			4'd4:smg_data2 <= d4;
			4'd5:smg_data2 <= d5;
			4'd6:smg_data2 <= d6;
			4'd7:smg_data2 <= d7;
			4'd8:smg_data2 <= d8;
			4'd9:smg_data2 <= d9;
			4'd10:smg_data2 <= da;
			4'd11:smg_data2 <= db;
			4'd12:smg_data2 <= dc;
			4'd13:smg_data2 <= dd;
			4'd14:smg_data2 <= de;
			4'd15:smg_data2 <= df;
			default:smg_data2 <= d0;
		endcase
	end
end
always @(posedge clk_1khz)
begin
	smg_sig_cnt <= !smg_sig_cnt;
	case(smg_sig_cnt)
		1'b0:begin
			smg_sig <= smg_sig1;
			smg_data <= smg_data1;
		end
		1'b1:begin
			smg_sig <= smg_sig2;
			smg_data <= smg_data2;
		end
		default:begin
			smg_sig <= smg_sig1;
			smg_data <= smg_data1;
		end
	endcase
end
endmodule

===== ./run.sh =====
#!/bin/bash
# OpenROAD 26Q1-2900-gdf79404cd8, Yosys 0.63+post, stock flow scripts
make -C /OpenROAD-flow-scripts/flow DESIGN_CONFIG=/design/flow/config.mk WORK_HOME=/design/flow/orfs finish

===== ./config.mk =====
export PLATFORM = sky130hd
export DESIGN_NAME = eeprom
export DESIGN_NICKNAME = eeprom
export VERILOG_FILES = /design/flow/design.v
export SDC_FILE = /design/flow/constraint.sdc
export NUM_CORES = 4
export LEC_CHECK = 1
export CORE_UTILIZATION = 40

===== ./constraint.sdc =====
current_design eeprom

set clk_period 6.0
set clk_io_pct 0.2

create_clock -name clk0 -period $clk_period [get_ports {clk_50M}]

set non_clock_inputs [all_inputs -no_clocks]
set_input_delay [expr $clk_period * $clk_io_pct] -clock clk0 $non_clock_inputs
set_output_delay [expr $clk_period * $clk_io_pct] -clock clk0 [all_outputs]

==> flow_metrics.env <==
# physical design summary
export IMPL_die_h_um=129
export IMPL_synthMuxAreaShare_pct=6.71
export IMPL_syn_instance_count=725
export IMPL_stop_stage="clock tree synthesis (4_1_cts)"
export IMPL_yosysTopAreaCell="dfrtp_1"
export IMPL_syn_avg_cell_area_um2=8.84
export IMPL_cts_root_buffer="clkbuf_16"
export IMPL_yosysWarnings=5
export IMPL_most_common_cell="nor2_1"
export IMPL_ys_area_um2=6410
export IMPL_ys_sh_aoi_pct=16.7
export IMPL_topCellsByArea="dfrtp_1 (16%), dfxtp_1 (12%), ha_1 (7.4%)"
export IMPL_post_cts_resize_count=0
export IMPL_yosysUniqueCellTypes=89
export IMPL_hold_buffers=0
export IMPL_row_count=45
export IMPL_gp_congestion=0.969
export IMPL_synth_area_um2=6410
export IMPL_simple_gate_area_share_pct=24.2
export IMPL_status="aborted with a tool error"
export IMPL_ff_type="dfxtp_1"
export IMPL_htree_num_levels=3
export IMPL_adder_share_pct=7.42
export IMPL_ys_seq_share_pct=34.1
export IMPL_synth_flops=93
export IMPL_design_portCount=18
export IMPL_dpl_hpwl_um=10900
export IMPL_untimed_endpoints=43
export IMPL_edf_count=11
export IMPL_clk_path_buf_depth=2
export IMPL_cts_inserted_buffers=9
export IMPL_common_cells="nor2_1 (86), nand2_1 (72), dfrtp_1 (40), dfxtp_1 (40), ha_1 (38)"
export IMPL_fp_utilization_pct=41.5
export IMPL_netlist_area_leader_share_pct=15.6
export IMPL_async_flop_share_pct=45.2
export IMPL_yosysCellCount=725
export IMPL_port_buffers=11
export IMPL_cts_setup_buffers=0
export IMPL_ys_sh_xor_pct=5.13
export IMPL_fp_dieW_um=129
export IMPL_synth_logic_top_family="simple AND/OR/NAND/NOR gates"
export IMPL_unclocked_regs=34
export IMPL_error="[error] [KeplerFormal.cpp:679] Workflow failed: Iso has multiple drivers: .sda0, sda$_SDFFE_PN1P_.Q0"
-- kinds of logic after synthesis --
| logic type | count (synthesis) |
|---|---|
| simple gates | 302 |
| xor+xnor | 36 |
| mux | 34 |
| buf+inv | 70 |
| other cells | 1 |
| compound gates | 151 |
| fa+ha+maj | 38 |
| flops | 93 |
-- metrics by stage --
stage	hold slack [ps]	instances	cell area [µm²]	setup slack (ps)
after detailed placement	449	910	6560	1300
after global placement	434	910	6560	1470
after floorplan	413	729	6420	1510
